**./run.sh**
```bash
#!/bin/bash
# OpenROAD 26Q1-2900-gdf79404cd8, Yosys 0.63+post, stock flow scripts
make -C /OpenROAD-flow-scripts/flow DESIGN_CONFIG=/design/flow/config.mk WORK_HOME=/design/flow/orfs finish
```
**./config.mk**
```make
export PLATFORM = sky130hd
export DESIGN_NAME = barrel_shifter_built_case
export DESIGN_NICKNAME = barrel_shifter_built_case
export VERILOG_FILES = /design/flow/design.v
export SDC_FILE = /design/flow/constraint.sdc
export NUM_CORES = 4
export LEC_CHECK = 1
export CORE_AREA = 10 10 70 70
export DIE_AREA = 0 0 80 80
```
**./constraint.sdc**
```tcl
current_design barrel_shifter_built_case

set clk_period 2.1
set clk_io_pct 0.2

create_clock -name clk0 -period $clk_period

set non_clock_inputs [all_inputs -no_clocks]
set_input_delay [expr $clk_period * $clk_io_pct] -clock clk0 $non_clock_inputs
set_output_delay [expr $clk_period * $clk_io_pct] -clock clk0 [all_outputs]
```
**./design.v**
```verilog
`timescale 1ns / 10ps
module barrel_shifter_built_case(
    input logic [7:0] data,
    input logic [2:0] amt,
    output logic [7:0] out
);
    always_comb
    begin
        case (amt)
            3'o0: out = data;
            3'o1: out = {data[0], data[7:1]};
            3'o2: out = {data[1:0], data[7:2]};
            3'o3: out = {data[2:0], data[7:3]};
            3'o4: out = {data[3:0], data[7:4]};
            3'o5: out = {data[4:0], data[7:5]};
            3'o6: out = {data[5:0], data[7:6]};
            default  out = {data[6:0], data[7]};
        endcase
    end
endmodule
```
==> flow_results.org <==
* Flow results

** Status
- Run status :: finished, final reports clean

** Synth
- Synth area leaders :: a21oi_1 (7.5%), a211oi_1 (7.5%), mux4_2 (7.5%), o22a_1 (7.3%), nand2_1 (5.6%)
- XOR/XNOR share of the synthesized area :: 0%
- Portion of netlist area occupied by mux cells :: 14.3%
- Per the post-synthesis report, the number of cells in the design is 88.
- Warnings reported by Yosys during synthesis add up to 1.
- The number of cells reported by Yosys stat comes to 88.
- Commonest cells post-synth :: a21oi_1 (9), nand2_1 (9), a211oi_1 (6)
- Per the synthesis report, the simple-gate share of the synthesized area is 33.2%.
- According to the Yosys statistics, the synthesized design has a chip area of 603 um^2.
- Of all cell types, the one taking the most synthesized area is a21oi_1.
- Sequential element share of the synthesized area :: 0%
- Syn Area/Cell :: 6.85 um^2
- Area of the mapped netlist :: 603 um^2
- Number of distinct standard cells referenced by the synthesized netlist :: 35
- Largest family of logic cells by area :: AND-OR/OR-AND gates
- Fraction of the mapped netlist area in adder cells :: 0%
- Area share of the largest cell type after synthesis :: 7.47%
- Share of synthesized cell area in and-or and or-and compound cells :: 42.1%

** Global route
- Overall fraction of global-route tracks in use :: 8.71%
- Pin count of the biggest net entering global routing :: 11
- Antenna violations before repair :: 0
- Via count of the first global-routing pass :: 989
- The first global-routing pass estimated 4730 um of wire.
- Global routing finished with a remaining overflow of 0.

** Cells and area
- Number of sequential storage elements :: 0
- Per the final layout report, the fraction of cells sized above drive strength 1 comes to 56.3%.
- Number of fill cells in the layout :: 341
- The area growth from synthesis to layout is 108%.
- In the final layout, the multi-input gates occupy 647 um^2.
- Seq. cell area :: 0 um^2
- The clock buffers instantiated in the layout total 0.
- The finished cells cover 1250 um^2.

** Drt
- Detailed-route wire length :: 2900 um
- Post-route DRC :: 0
- DR vias :: 942
- Number of iterations in the first detailed-routing pass :: 4
- Avg WL per Cell :: 15.2 um
- After detailed routing, the number of vias per cell comes to 4.96.
- ANT cells :: 0
- Number of nets still failing antenna checks after routing :: 0
- Violation tally from detailed-route iteration zero :: 61

** Setup path
- Worst Setup Path Type :: input pin to primary output
- STA puts the critical path data arrival time at 1600 ps.
- For the worst setup path, the data required time is 1680 ps.
- STA lists the maximum fanout along the critical path as 8.
- Element type at the critical path end :: primary output
- STA classifies the critical path startpoint as an input pin.

** Floorplanning
- In this run the standard cell core region covers 3420 um^2.
- In this run the full chip footprint comes out at 6400 um^2.
- Per the OpenROAD floorplan log, the height of the die is 80 um.
- The floorplan has 21 rows.
- I/O pin count :: 19
- The floorplan step set the die width to 80 um.
- Before placement the cells fill 17.7% of the core.

** Placed design
- Sum of net half-perimeters after detailed placement :: 1760 um
- Placement-stage cell area :: 985 um^2
- RePlAce ended its routability-driven mode at a weighted congestion of 0.893.
- Number of I/O port buffers :: 19

** Pwr
- Power per standard cell area :: 213 nW/um^2
- Static Leak :: 0.556 nW
- Across the VDD grid, the largest voltage drop is 0.000114 V.

** Timing
- Achievable frequency :: 0.495 GHz
- The slew check shows that the tightest pin keeps a relative margin of 82.1%.
- Max-slew violation total from the final report :: 0
- Final Hold Viols :: 0
- The pin closest to its max-slew limit shows a slew of 268 ps.
- Post-route minimum period :: 2020 ps
- Setup repair after global routing left no endpoint under its margin.
- Total negative slack :: 0 ps
- Post-route period utilization is reported as 96.3%.
- In the final report, the number of endpoints failing setup comes to 0.

** Flow run
- Summing over the stages, the warning tally comes to 33.
- # Max-Cap Violations :: 0

** Worst hold path
- Number of cells on the worst hold path :: 4
- The startpoint identified for the worst hold timing path is data[0].
- Hold endpoint :: out[1]
- Hold crit path type :: input pin to primary output
## worst max-delay path, cell delays in order
cell and delay (ps):
buf_6 100, and2b_2 230, buf_4 130, mux4_2 450, o22a_1 160, buf_2 110
## kinds of logic after synthesis
| kind of cell | count (synthesis) |
|---|---|
| AOI/OAI and AO/OA | 37 |
| and+or+nand+nor | 36 |
| buffers and inverters | 9 |
| muxes | 6 |
## metal layers
metal	wire length [um]	track usage (%)	vias to the layer above
met5	0	0	-
met2	1370	14.8	40
met4	44	1.06	0
met1	1340	11.4	446
li1	-	-	451
met3	142	1.48	5
## through the flow
step | cells | setup WS, ps | utilization, % | total power [W] | hold WS (ps)
after global placement | 169 | -621 | 28.8 | 0.000215 | 1980
final | 190 | 78.4 | 36.7 | 0.000267 | 1290
after detailed placement | 169 | -668 | 28.8 | 0.000216 | 1980
after global routing | 190 | 17.0 | 36.7 | 0.000289 | 1320
after CTS | 188 | -66.6 | 35.8 | 0.000252 | 1340
after floorplan | 88 | 444 | - | 0.0000986 | 918
## final cells by class
class | instances | area share [%]
inverters | 1 | 0.300
multi-input cells | 79 | 51.6
well taps | 46 | 4.60
repair buffers | 64 | 43.5
## worst max-delay path by stage
stage	endpoint	depth (start not counted)	start	slack, ps
6_report	out[4]	6	amt[0]	80
4_1_cts	out[0]	8	amt[0]	-70
5_1_grt	out[4]	6	amt[0]	20
## power by group
| group | internal [W] | switching (W) | total (W) |
|---|---|---|---|
| Sequential | 0 | 0 | 0 |
| Combinational | 0.000154 | 0.000113 | 0.000267 |
| Clock | 0 | 0 | 0 |
| Total | 0.000154 | 0.000113 | 0.000267 |
## timing repair
item | in CTS | in global routing
resized | 71 | 19
buffers inserted | 16 | 2
setup endpoints to repair | 8 | 5
pin swaps | 9 | 11
hold buffers | 0 | 0
cloned | 3 | 0
## layout by cell type (no fill, tap or decap), drive strengths merged, types with 2 or more instances in the layout
master         Yosys  layout
dlygate4sd2        0       5
or2                2       2
nand3b             2       2
and2b              2       2
mux4               2       2
a211oi             6       6
nor2               5       5
nand3              3       3
mux2i              3       3
a21oi              9       9
o22ai              2       2
buf                7      49
clkdlybuf4s15      0       5
nand2b             2       2
o211ai             2       2
nor2b              4       4
a31oi              4       4
o21ai              3       3
clkbuf             1       4
and2               4       4
o22a               5       5
nand2              9       9
Power is estimated from default activity; no workload was simulated.
